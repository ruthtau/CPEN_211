==> /design/flow/run.sh <==
#!/bin/bash
# OpenROAD 26Q1-2900-gdf79404cd8, Yosys 0.63+post, stock flow scripts
make -C /OpenROAD-flow-scripts/flow DESIGN_CONFIG=/design/flow/config.mk WORK_HOME=/design/flow/orfs finish
==> /design/flow/config.mk <==
export PLATFORM = sky130hd
export DESIGN_NAME = regfile
export DESIGN_NICKNAME = regfile
export VERILOG_FILES = /design/flow/design.v
export SDC_FILE = /design/flow/constraint.sdc
export NUM_CORES = 4
export LEC_CHECK = 1
export CORE_UTILIZATION = 40
==> /design/flow/constraint.sdc <==
current_design regfile

set clk_period 4.4
set clk_io_pct 0.2

create_clock -name clk0 -period $clk_period [get_ports {clk}]

set non_clock_inputs [all_inputs -no_clocks]
set_input_delay [expr $clk_period * $clk_io_pct] -clock clk0 $non_clock_inputs
set_output_delay [expr $clk_period * $clk_io_pct] -clock clk0 [all_outputs]
==> /design/flow/design.v <==
module regfile(input [15:0] w_data, input [2:0] w_addr, input w_en, input [2:0] r_addr, input clk, output [15:0] r_data);
  reg [15:0] m[0:7];
  assign r_data = m[r_addr];
  always_ff @(posedge clk) 
  if (w_en) 
    m[w_addr] <= w_data;
endmodule: regfile
==> ci_impl_report.md <==
### Metrics collected by this job

| Metric | Value |
|---|---|
| Status | finished, final reports clean |
| RSZ-0062 raised after global routing | no |
| Routed WL per cell | ~19 um |
| Post-synthesis instance area | ~5000 um^2 |
| Max FFs per register | around 130 |
| Xor/xnor share | 0% |
| Area fraction in mux cells | 20.2% |
| Die footprint | 12900 um^2 |
| Distinct lib cells | 11 |
| Clock Tree Root | clkbuf_16 |
| Layout area overhead | 26.0% |
| Top logic family | multiplexers |
| Min-delay src | w_data[11] |
| WHS Path Cells | 1 |
| Largest register by flop count | m |
| CTS Buffer Depth | 2 |
| Overflow after GRT | 0 |
| First-pass GRT wire length | 12.9 mm |
| Registers with the most flip-flops | m (128) |
| Worst Tran Pin Value | about 0.42 ns |
| TritonRoute pass-1 iters | 6 |
| Die height | between 100 and 150 um |
| CTS tree | built |
| Post-synth seq share | about 77% |
| Final max-slew violation count | 0 |
| Core Region | roughly 12000 um^2 |
| Adder share | 0% |
| Yosys Chip Area | between 4000 and 5000 um^2 |
| Global-route usage over all layers | 15.4% |
| Port buffer count | 39 |
| Antenna violations before repair | 0 |
| Worst setup EP type | primary output |
| Number of DRC markers in iteration 0 | roughly 62 |
| Max Freq | 0.271 GHz |
| Total placed cells including tap cells | between 400 and 500 |
| Htree depth | 4 |
| Largest net degree at the start of global routing | 33 |
| Synth Area per Inst | around 25 um^2 |
| DRC Markers | 0 |
| Crit Path Max Fanout | 14 |
| Max incr delay on CP | just under 0.6 ns |
| VDD IR max | roughly 0.25 mV |
| Total Wirelength | ~8.4 mm |
| Arrival @ worst endpoint | around 2.8 ns |
| Synth Warn # | 1 |
| Post_cts resized | 0 |
| Startpoint types | input pin |
| Buffers & Inverters on Critical Path | 3 |
| Vias in the first global route | roughly 2300 |
| OpenROAD warning count | 25 |
| Worst min-delay path category | input pin to flop |
| Power Density | 488 nW/um^2 |
| Vias per cell | slightly above 5 |
| Die Span X | 114 um |
| Flops after synth | 128 |
| Leak pwr | around 0.0021 uW |
| FILL cells | 921 |
| CP cell instances | buf_2, buf_4, mux4_1, mux2_2, clkdlybuf4s50_1 |
| Critical Path Start | r_addr[0] |
| Most instantiated logic cells after routing | edfxtp_1 (128), clkdlybuf4s50_1 (38), mux4_1 (28) |
| CTS Buf Count | 17 |
| Share of post-route cells with drive strength above 1 | between 20% and 30% |
| Slowest CP cell | mux4_1 |
| Post-CTS setup buffer count | 0 |
| Detail Route Antenna Nets | 0 |
| Non-Filler Instances | about 440 |
| WHS Endpoint | m[6][11]$_DFFE_PP_ |
| Slew headroom | between 70% and 80% |
| Number of max-cap violations | 0 |
| Simple share | between 1 and 1.5% |
| FP Rows | about 40 |
| Post-DP HPWL | 4.60 mm |
| CTS hold repair buffers | 0 |
| Final Critical Period | 3.69 ns |
| Most frequent logic cell in the layout | edfxtp_1 |
| GPL Wtd Cong | 0.691 |
| Setup violators final | 0 |
| # clock sinks | around 130 |
| FP Util | 41.2% |
| Crit path kind | input pin to primary output |
| Cycle use final | a little over four fifths |
| Clock slew at the register clock pins of the worst setup and hold paths | 0.05 ns |
| Hold Vio Cnt, Final | 0 |
| Worst Path Required | around 3.5 ns |
| Ant diodes | 0 |
| Largest delay share family, worst path | buffers and inverters |
| Post-Synthesis Cells | around 200 |
| Via count | 2223 |
| Post-Route Setup TNS | 0 ns |
| # Cells Yosys | a little under 200 |
| I/O pins | ~40 |
| AO/OA Area Share | 0% |
## per-stage QoR
step	utilization [%]	cell area (um^2)	total power (uW)	hold slack (ns)	setup WS, ns
floorplan	-	4970	1490	0.979	1.62
global placement	46.6	5620	1580	1.61	0.662
detailed placement	46.6	5620	1580	1.62	0.682
CTS	52.0	6270	3090	1.19	0.667
global route	52.0	6270	3160	1.22	0.607
finish	52.0	6270	3060	1.20	0.709
## metal layers
layer	GRT usage (%)	up-vias	wire length (um)
li1	-	1001	-
met1	21.7	1110	3370
met2	23.4	103	4130
met3	8.66	9	754
met4	2.46	0	124
met5	0	-	0
## Yosys cell counts
library cell	count	area share (%)
mux4_1	28	15
nor2_1	6	0.45
buf_6	4	0.91
edfxtp_1	128	77
mux2_2	16	3.6
nand2b_1	3	0.38
nand2_1	2	0.15
mux4_2	4	1.8
nor3_1	2	0.20
clkbuf_2	1	0.10
buf_1	4	0.30
## power breakdown
group / switching, uW / internal, uW / total [uW]
registers: 7.06 / 1380 / 1390
clock network: 460 / 1050 / 1510
logic: 64.2 / 95.1 / 159
## worst max path at each step
stage	cells past startpoint	slack, ns	endpoint
5_1_grt	5	0.61	r_data[5]
6_report	5	0.71	r_data[5]
4_1_cts	5	0.67	r_data[5]
## final cells by class
class / instances / area, um^2 / share of cell area [%]
clock inverters: 14 / 219 / 3.49
well taps: 168 / 210 / 3.35
multi-input cells: 61 / 1070 / 17.1
flip-flops and latches: 128 / 3840 / 61.3
repair buffers: 53 / 490 / 7.83
clock buffers: 18 / 429 / 6.85
## cells by family after synthesis
kind of cell / count (synthesis)
mux: 48
buf+inv: 9
simple gates: 13
flops: 128
No activity file was given, so power comes from the tool's default toggle rates.
