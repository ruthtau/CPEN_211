### flow/run.sh
#!/bin/bash
# OpenROAD 26Q1-2900-gdf79404cd8, Yosys 0.63+post, stock flow scripts
make -C /OpenROAD-flow-scripts/flow DESIGN_CONFIG=/design/flow/config.mk WORK_HOME=/design/flow/orfs finish
### flow/config.mk
export PLATFORM = sky130hd
export DESIGN_NAME = lab3
export DESIGN_NICKNAME = lab3
export VERILOG_FILES = /design/flow/design.v
export SDC_FILE = /design/flow/constraint.sdc
export NUM_CORES = 4
export LEC_CHECK = 1
export CORE_AREA = 10 10 70 70
export DIE_AREA = 0 0 80 80
### flow/constraint.sdc
current_design lab3

set clk_period 3.3
set clk_io_pct 0.2

create_clock -name clk0 -period $clk_period [get_ports {KEY}]

set non_clock_inputs [all_inputs -no_clocks]
set_input_delay [expr $clk_period * $clk_io_pct] -clock clk0 $non_clock_inputs
set_output_delay [expr $clk_period * $clk_io_pct] -clock clk0 [all_outputs]
### flow/design.v
module lab3(input [9:0] SW, input [3:0] KEY,
            output reg [6:0] HEX0, output reg [6:0] HEX1, output reg [6:0] HEX2,
            output reg [6:0] HEX3, output reg [6:0] HEX4, output reg[6:0] HEX5,
            output reg [9:0] LEDR);
    wire clk = ~KEY[0];  
    wire rst_n = KEY[3];  
    reg [3:0] state;
    always_comb begin  
        case (SW [3:0])  
            4'b0000: begin
                HEX5 = 7'b1111111;
                HEX4 = 7'b1111111;
                HEX3 = 7'b1111111;
                HEX2 = 7'b1111111;
                HEX1 = 7'b1111111;
                HEX0 = 7'b1000000;
            end
            4'b0001: begin
                HEX5 = 7'b1111111;
                HEX4 = 7'b1111111;
                HEX3 = 7'b1111111;
                HEX2 = 7'b1111111;
                HEX1 = 7'b1111111;
                HEX0 = 7'b1111001;
            end
            4'b0010: begin
                HEX5 = 7'b1111111;
                HEX4 = 7'b1111111;
                HEX3 = 7'b1111111;
                HEX2 = 7'b1111111;
                HEX1 = 7'b1111111;
                HEX0 = 7'b0100100;
            end
            4'b0011: begin
                HEX5 = 7'b1111111;
                HEX4 = 7'b1111111;
                HEX3 = 7'b1111111;
                HEX2 = 7'b1111111;
                HEX1 = 7'b1111111;
                HEX0 = 7'b0110000;
            end
            4'b0100: begin
                HEX5 = 7'b1111111;
                HEX4 = 7'b1111111;
                HEX3 = 7'b1111111;
                HEX2 = 7'b1111111;
                HEX1 = 7'b1111111;
                HEX0 = 7'b0011001;
            end
            4'b0101: begin
                HEX5 = 7'b1111111;
                HEX4 = 7'b1111111;
                HEX3 = 7'b1111111;
                HEX2 = 7'b1111111;
                HEX1 = 7'b1111111;
                HEX0 = 7'b0010010;
            end
            4'b0110: begin
                HEX5 = 7'b1111111;
                HEX4 = 7'b1111111;
                HEX3 = 7'b1111111;
                HEX2 = 7'b1111111;
                HEX1 = 7'b1111111;
                HEX0 = 7'b0000010;
            end
            4'b0111: begin
                HEX5 = 7'b1111111;
                HEX4 = 7'b1111111;
                HEX3 = 7'b1111111;
                HEX2 = 7'b1111111;
                HEX1 = 7'b1111111;
                HEX0 = 7'b1111000;
            end
            4'b1000: begin
                HEX5 = 7'b1111111;
                HEX4 = 7'b1111111;
                HEX3 = 7'b1111111;
                HEX2 = 7'b1111111;
                HEX1 = 7'b1111111;
                HEX0 = 7'b0000000;
            end
            4'b1001: begin
                HEX5 = 7'b1111111;
                HEX4 = 7'b1111111;
                HEX3 = 7'b1111111;
                HEX2 = 7'b1111111;
                HEX1 = 7'b1111111;
                HEX0 = 7'b0011000;
            end
	default: begin
             	HEX5 = 7'b0000110;
                HEX4 = 7'b0101111;
                HEX3 = 7'b0101111;
                HEX2 = 7'b0100011;
                HEX1 = 7'b0101111;
                HEX0 = 7'b1111111;
            end
        endcase
	if (state == 4'b0111) begin
		HEX5 = 7'b1000000;
		HEX4 = 7'b0001100;
		HEX3 = 7'b0000110;
		HEX2 = 7'b1001000;
		HEX1 =7'b1111111;
		HEX0 =7'b1111111;
	end
	if (state == 4'b1101) begin
		HEX5 = 7'b1000110;
		HEX4 = 7'b1000111;
		HEX3 = 7'b1000000;
		HEX2 = 7'b0010010;
		HEX1 = 7'b0000110;
		HEX0 = 7'b0100001;
	end
    end
    always @(posedge clk) begin
        if (~rst_n) 
            state <= 4'b0000;
        else
            casex ({SW[3:0], state})
                {4'b0001, 4'b0000} :state <= 4'b0001;
                {4'bxxxx, 4'b0000} :state <= 4'b1000;
                {4'b0000, 4'b0001}: state <= 4'b0010;
                {4'bxxxx, 4'b0001} :state <= 4'b1001;
                {4'b0000, 4'b0010} :state <= 4'b0011;
                {4'bxxxx, 4'b0010} :state <= 4'b1010;
                {4'b0101, 4'b0011} :state <= 4'b0101;
                {4'bxxxx, 4'b0011} :state <= 4'b1011;
                {4'b0001, 4'b0101} :state <= 4'b0110;
                {4'bxxxx, 4'b0101} :state <= 4'b1100;
                {4'b1000, 4'b0110} :state <= 4'b0111;
                {4'bxxxx, 4'b0110}: state <= 4'b1101;
                {4'bxxxx, 4'b1000} :state <= 4'b1001;
                {4'bxxxx, 4'b1001} :state <= 4'b1010;
                {4'bxxxx, 4'b1010} :state <= 4'b1011;
                {4'bxxxx, 4'b1011} :state <= 4'b1100;
                {4'bxxxx, 4'b1100} :state <= 4'b1101;
            endcase
    end
endmodule: lab3
==> results.cfg <==
; implementation run metrics
[outcome]
outcome = finished with violations
violations = setup timing

[sta]
clock_skew_ns = 0.00377
timing_hold_violations_final = 0
drv_slew = 0
holdWs_ns = 0.286
rsz0062_at_grt = true
finalSetupViolations = 40
setup_ws_ns = -0.450

[power]
ir_drop_uv = 319
power.density_nw_per_um2 = 502
power_w = 0.000911
p_leak_nw = 0.856

[floorplan]
core_area_um2 = 3420
fp.dieH_um = 80
rows = 21
ioPinCount = 66
die_area_um2 = 6400
die_w_um = 80
fp_util_pct = 27.4

[layout]
logic_area_um2 = 714
flop_area_um2 = 92.6
top_regs = state: 4 flops
largest-register = state
largest_reg_flops = 4
fill_cells = 283
final_layout_size_suffix_gt1_share_pct = 63.9
layout-area-overhead-vs-synth_pct = 93.9
utilization_pct = 53.2

[critical_path]
r2r-start = state[0]
rrSetupSlack_ns = 1.80
cp-start-kind = register
crit_fanout = 3
end_kind = output port
ff2ff_path_depth = 5
path_class = register to output port
reg2reg_to = state[1]
cp.required_ns = 2.64
crit_arrival_ns = 3.09

[synth]
synth_top_cell_by_area = buf_4
yosysSeqAreaShare_pct = 8.54
edf_count = 0
synthArstFlopShare_pct = 0
ys_cells = 127
ys_ff = 4
synth_cell_types = 39
ys.flop_type = dfxtp_1
most_common_cell = buf_4
netlist_area_um2 = 937
synth.top_cell.area_share_pct = 32.8
synth_cells = 127
avgSynthCellArea_um2 = 7.38
area_leaders = buf_4 33%, dfxtp_1 8.5%, ha_1 5.3%, a21oi_1 4.3%, o21ai_1 3.2%
ys_chip_area_um2 = 937
yosys_warnings = 11
netlist_top_cells_count = 41 x buf_4, 8 x a21oi_1, 7 x inv_1, 7 x nor2_1

[route]
wl_per_cell_um = 14.0
viasPerCell = 4.56
via_count = 1130
diodes = 0
wl_mm = 3.46
route.detailed.drc = 0
drtIter0Drc = 62
drt.antenna.violating_nets = 0
drt_first_pass_iters = 4

[worst_hold_path]
hp-start = KEY[3]
hold_class = clock port to register
hold_depth = 6
worstHoldEndpoint = state[0]

[clock_network]
clk_latency_ns = 0.27
cts_tree = done
path_clk_slew_ns = 0.03

[run]
tool_warnings = 99
cap_violations = 0

[grt]
overflow = 0
antenna_found_initial = 0
grt_pass1_wl_mm = 5.24
grt_pass1_vias = 1263
track_usage_pct = 9.66
grt_max_degree = 14

[placed_design]
place_congestion = 0.915
place_hpwl_mm = 2.18
io_buffers = 43
dp_slack_ns = -0.559
[worst max path at each step]
| stage | depth (start not counted) | endpoint | slack, ns | startpoint |
|---|---|---|---|---|
| after CTS | 6 | HEX2[4] | -0.48 | state[3] |
| after global routing | 6 | HEX2[4] | -0.56 | state[3] |
| final | 6 | HEX3[6] | -0.45 | state[3] |
[routing by layer]
| metal | GRT usage (%) | part of all wire (%) |
|---|---|---|
| met3 | 5.45 | 11 |
| met4 | 4.75 | 2.5 |
| met2 | 14.9 | 45 |
| met5 | 0 | 0 |
| met1 | 10.4 | 41 |
[final cells by class]
type,count,area share [%]
clock buffer,12,5.44
clock inverter,5,1.03
inverter,5,1.31
multi-input combinational,84,39.3
sequential,4,5.10
tap,46,3.17
timing repair buffer,92,44.6
[report_power, final]
| part | leakage [nW] | switching, W | internal, W | total (W) |
|---|---|---|---|---|
| logic | 0.708 | 0.000226 | 0.000244 | 0.000470 |
| clock network | 0.113 | 0.0000998 | 0.000238 | 0.000338 |
| registers | 0.0352 | 0.0000255 | 0.0000782 | 0.000104 |
| total | 0.856 | 0.000351 | 0.000560 | 0.000911 |
[cell usage in the layout (no fill, tap or decap), types with 4 or more instances in the layout]
cell type | Yosys | routed
buf_6 | 0 | 42
buf_4 | 41 | 27
buf_2 | 3 | 18
conb_1 | 2 | 13
clkbuf_4 | 0 | 8
inv_1 | 7 | 7
nor2_1 | 7 | 6
dlygate4sd2_1 | 0 | 6
nand2_1 | 6 | 5
o21ai_1 | 6 | 4
a21oi_1 | 8 | 4
[worst max-delay path, cell delays in order (launching register included)]
cell,delay [ns]
dfxtp_2,0.32
and2b_2,0.24
nand3_4,0.09
a21o_1,0.20
buf_6,0.12
buf_6,0.11
buf_6,0.10
[cell families after synthesis]
logic type,after synthesis,share of synthesized area [%]
other,2,0.801
flip-flops,4,8.55
buffers and inverters,51,37.3
AND-OR/OR-AND,33,23.4
multiplexers,1,1.07
XOR/XNOR,2,1.87
adder cells (fa/ha/maj),4,5.34
AND/OR/NAND/NOR,30,21.8
[per-stage QoR]
| step | instances | setup TNS (ns) | instance area (um2) |
|---|---|---|---|
| 3_3_place_gp | 206 | -18.12 | 1380 |
| 6_report | 248 | -13.99 | 1820 |
| 4_1_cts | 246 | -15.30 | 1740 |
| 5_1_grt | 248 | -18.11 | 1820 |
| 3_5_place_dp | 206 | -18.67 | 1380 |
| 2_1_floorplan | 138 | -1.46 | 1050 |
[repair_timing]
action / in CTS / in global routing
gates resized: 183 / 13
endpoints found under the setup margin: 50 / 45
setup buffers: 24 / 3
hold buffers: 0 / 0
pin swaps: 13 / 7
gates cloned: 1 / 0
Power figures rest on the tool's default switching activity, not on a simulated workload.
